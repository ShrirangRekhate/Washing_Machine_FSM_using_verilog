[flow/design.v]
module Washing_Machine(
    input clk, 
    input reset, 
    input start, 
    input door_close, 
    input filled, 
    input detergent_added, 
    input cycleTO,
    input againwash, 
    input spinTO, 
    input drained,
    output reg door_lock, 
    output reg motor_on, 
    output reg fill_val_on, 
    output reg drain_val_on, 
    output reg done,  
    output reg water_wash
);
parameter IDLE = 3'b000, 
          FILL_WATER = 3'b001,
          ADD_DETERGENT = 3'b010,
          CYCLE = 3'b011,
          DRAIN = 3'b100,
          SPIN = 3'b101;
reg [2:0] state, next_state;
always @(posedge clk or posedge reset) begin
    if (reset) begin
        state <= IDLE;
    end
    else begin
        state <= next_state;
    end
end
always @(*) begin
    door_lock = 1'b0;
    motor_on = 1'b0;
    fill_val_on = 1'b0;
    drain_val_on = 1'b0;
    done = 1'b0;
    water_wash = 1'b0;
    next_state = IDLE;
    case(state)
        IDLE: begin
            if (start && door_close) begin
                next_state = FILL_WATER;
                door_lock = 1'b1;
            end
            else begin
                next_state = IDLE;
                door_lock = 1'b0;
            end
        end
        FILL_WATER: begin
            door_lock = 1'b1;
            if (filled) begin
                if (!detergent_added) begin
                    next_state = ADD_DETERGENT;
                end
                else begin
                    next_state = CYCLE;
                    motor_on = 1'b1;
                    water_wash = 1'b1;
                end
            end
            else begin
                next_state = FILL_WATER;
                fill_val_on = 1'b1;
            end
        end
        ADD_DETERGENT: begin
            door_lock = 1'b1;
            if (detergent_added) begin
                next_state = CYCLE;
                motor_on = 1'b1;
                water_wash = 1'b1;
            end
            else begin
                next_state = ADD_DETERGENT;
            end
        end
        CYCLE: begin
            door_lock = 1'b1;
            water_wash = 1'b1;
            if (cycleTO) begin
                next_state = DRAIN;
                drain_val_on = 1'b1;
            end
            else begin
                next_state = CYCLE;
                motor_on = 1'b1;
            end
        end
        DRAIN: begin
            door_lock = 1'b1;
            drain_val_on = 1'b1;
            if (drained) begin
                if (againwash) begin
                    next_state = FILL_WATER;
                end
                else begin
                    next_state = SPIN;
                    motor_on = 1'b1;   
                end
            end
            else begin
                next_state = DRAIN;
            end
        end
        SPIN: begin
            door_lock = 1'b1;
            motor_on = 1'b1;   
            if (spinTO) begin
                next_state = IDLE;
                done = 1'b1;
                door_lock = 1'b0;   
            end
            else begin
                next_state = SPIN;
            end
        end
        default: begin
            next_state = IDLE;
        end
    endcase
end
endmodule
[flow/run.sh]
#!/bin/bash
# OpenROAD 26Q1-2900-gdf79404cd8, Yosys 0.63+post, stock flow scripts
make -C /OpenROAD-flow-scripts/flow DESIGN_CONFIG=/design/flow/config.mk WORK_HOME=/design/flow/orfs finish
[flow/config.mk]
export PLATFORM = sky130hd
export DESIGN_NAME = Washing_Machine
export DESIGN_NICKNAME = Washing_Machine
export VERILOG_FILES = /design/flow/design.v
export SDC_FILE = /design/flow/constraint.sdc
export NUM_CORES = 4
export LEC_CHECK = 1
export CORE_AREA = 10 10 70 70
export DIE_AREA = 0 0 80 80
[flow/constraint.sdc]
current_design Washing_Machine

set clk_period 1.4
set clk_io_pct 0.2

create_clock -name clk0 -period $clk_period [get_ports {clk}]

set non_clock_inputs [all_inputs -no_clocks]
set_input_delay [expr $clk_period * $clk_io_pct] -clock clk0 $non_clock_inputs
set_output_delay [expr $clk_period * $clk_io_pct] -clock clk0 [all_outputs]
==> flow_summary.json <==
{
  "cts_buffers": 3,
  "r2r_cells": 5,
  "max_slew.worst_pin.slew_ns": 0.2312,
  "startpoint": "state[3]",
  "grt_overflow": 0,
  "finalSetupViolCount": 2,
  "flop_cell": "dfrtp_1",
  "ir_worst_vdd_uv": 220.6,
  "dr.pass1.iters": 2,
  "reg2reg_to": "state[3]",
  "dpl_cell_area_sq_um": 524.3,
  "finalClockSkew_ns": 0.003606,
  "reg2reg_slack_ns": 0.30,
  "hpwl_um": 795.1,
  "end_kind": "output pin",
  "cts.sinks": 6,
  "reg.largest.list": "state: 6 flops",
  "fp_util_pct": 8.388,
  "top_register": "state",
  "wire_per_inst_um": 9.632,
  "postSynthSeqShare_pct": 52.84,
  "ant_nets": 0,
  "largest_area_cell": "dfrtp_1",
  "crit_fanout": 3,
  "die_area_sq_mm": 0.006400,
  "synth_cell_types": 16,
  "drv_cap": 0,
  "r2r_start": "state[3]",
  "worstSkewPairLatency_ns": 0.25,
  "fillers": 380,
  "warning_count": 27,
  "grt_max_degree": 7,
  "drtIter0Drc": 10,
  "clk_pin_slew_worst_paths_ns": 0.05,
  "critical_path_class": "reg -> out",
  "edf_count": 0,
  "core_sq_mm": 0.003416,
  "fin_ws_ns": -0.04189,
  "violations": "negative setup slack",
  "portBuffers": 15,
  "io_pins": 16,
  "fin_util_pct": 17.47,
  "p_leak_nw": 0.3211,
  "die.size.y_um": 80,
  "ys_chip_area_sq_um": 286.5,
  "period_needed_ns": 1.442,
  "vias": 340,
  "die_w_um": 80,
  "cellPowerDensity_mw_per_mm2": 1024,
  "htree_levels": 1,
  "grtUsageTotal_pct": 3.255,
  "rsz0062_at_grt": "true",
  "maxSlewViolCount": 0,
  "grt_pass1_wl_um": 1683,
  "grt_pass1_vias": 388,
  "top_area_share_pct": 43.67,
  "top_cells_by_area": "dfrtp_1, dfstp_2, nand2_1",
  "netlist_area_sq_um": 286.5,
  "max-slew-margin-rel_pct": 84.57,
  "routed_wirelength_um": 1021,
  "yosysWarnings": 1,
  "cts_root_buf": "clkbuf_4",
  "antenna_found_initial": 0,
  "clockBufferDepth": 2,
  "common_cells": "nand2_1, dfrtp_1, inv_1",
  "postCtsHoldBufs": 0,
  "drc_errors": 0,
  "area_growth_pct": 108.3,
  "ys_ff": 6,
  "outcome": "complete, but fails checks",
  "syn_area_per_cell_sq_um": 9.243,
  "place.gp.congestion": 0.7693,
  "hold_class": "in -> async",
  "layout-drive-gt1-share_pct": 40.00,
  "clock.fmax_ghz": 0.6935,
  "synthArstFlopShare_pct": 100.0,
  "endpoint": "motor_on",
  "setup.worst_path.start_class": "flip-flop",
  "post-route-period-util_pct": 103.0,
  "synthCells": 31,
  "hold_viol": 0,
  "required_ns": 1.12,
  "antenna_cells": 0,
  "largest_reg_flops": 6,
  "ys_cells": 31,
  "viasPerCell": 3.208,
  "cts_tree": "done",
  "num_rows": 21,
  "cp_data_arrival_time_ns": 1.16,
  "top_cell": "nand2_1",
  "stdcell_area_sq_um": 596.8
}
## timing repair
item | in CTS | in global routing
cloned | 0 | 0
pin swaps | 4 | 4
resized | 22 | 3
setup endpoints to repair | 6 | 4
buffers inserted | 3 | 3
## logic make-up (layout without fill, tap and decap cells)
group           after synthesis  count (layout)  synth area share (%)
buf+inv                       4              33                 5.239
simple gates                 15              15                 27.96
flops                         6               6                 52.84
compound gates                6               6                 13.97
## placed cells by master, fill, tap and decap left out
cell type	netlist	layout
buf_4	0	10
nand2_2	1	1
nand2_1	6	6
buf_2	0	3
inv_1	4	4
dfstp_2	1	1
a21o_1	2	2
nand2b_1	1	1
nand3_1	2	1
dlymetal6s2s_1	0	1
o2111ai_2	0	1
nor2b_4	0	1
nand3b_1	1	1
and2_4	0	1
nor2b_1	1	1
a31oi_1	1	1
nand3_2	0	1
clkbuf_1	0	1
dlygate4sd2_1	0	5
clkbuf_4	0	3
clkdlybuf4s50_1	0	5
clkbuf_2	0	1
dfrtp_1	5	5
o21ai_0	2	2
nor4_2	0	1
## metal layers
metal	vias to the layer above	wire length, um	share of wire, %	track usage (%)
li1	165	-	-	-
met1	155	427	42	3.497
met2	15	424	42	4.896
met3	5	130	13	2.273
met4	0	39	3.8	1.232
met5	-	0	0	0
## worst min-delay path by stage
| stage | startpoint | endpoint | slack (ns) | cells past startpoint |
|---|---|---|---|---|
| final | reset | state[2] | 0.25 | 2 |
| after global routing | reset | state[4] | 0.26 | 2 |
| after CTS | reset | state[1] | 0.25 | 2 |
## cell type report
type	count	area, sq um	share of cell area (%)
flip-flops and latches	6	151.4	25.37
repair buffers	25	201.4	33.75
inverters	4	15.01	2.516
multi-input cells	21	145.1	24.32
clock buffers	4	26.28	4.403
well taps	46	57.56	9.644
## where the power goes
part	switching [W]	internal, W	total [W]
Combinational	0.0000769	0.000130	0.000207
Sequential	0.0000203	0.000205	0.000225
Clock	0.0000708	0.000108	0.000179
Total	0.000168	0.000443	0.000611
## worst max-delay path: stages (launching register included)
cell and delay [ns]:
dfrtp_1 0.40, a21o_1 0.21, nand2_2 0.09, o2111ai_2 0.09, buf_2 0.13
## metrics by stage
step           instances  setup TNS, ns  hold slack [ns]  power [W]  setup slack (ns)
2_1_floorplan         31              0          0.07023  0.0002842            0.4256
3_3_place_gp          96         -1.984           0.4979  0.0004343           -0.4900
3_5_place_dp          96         -1.992           0.5031  0.0004354           -0.4978
4_1_cts              103       -0.08869           0.2532  0.0006113          -0.06433
5_1_grt              106        -0.2439           0.2611  0.0006622           -0.1258
6_report             106       -0.04348           0.2476  0.0006110          -0.04189
Power is estimated from default activity; no workload was simulated.
